**./run.sh**
```bash
#!/bin/bash
# OpenROAD 26Q1-2900-gdf79404cd8, Yosys 0.63+post, stock flow scripts
make -C /OpenROAD-flow-scripts/flow DESIGN_CONFIG=/design/flow/config.mk WORK_HOME=/design/flow/orfs finish
```
**./config.mk**
```make
export PLATFORM = sky130hd
export DESIGN_NAME = riscv_arbiter
export DESIGN_NICKNAME = riscv_arbiter
export VERILOG_FILES = /design/flow/design.v
export SDC_FILE = /design/flow/constraint.sdc
export NUM_CORES = 4
export LEC_CHECK = 1
export CORE_AREA = 10 10 70 70
export DIE_AREA = 0 0 80 80
```
**./constraint.sdc**
```tcl
current_design riscv_arbiter

set clk_period 1.1
set clk_io_pct 0.2

create_clock -name clk0 -period $clk_period

set non_clock_inputs [all_inputs -no_clocks]
set_input_delay [expr $clk_period * $clk_io_pct] -clock clk0 $non_clock_inputs
set_output_delay [expr $clk_period * $clk_io_pct] -clock clk0 [all_outputs]
```
**./design.v**
```verilog
module riscv_arbiter
(
  input clk,
  input reset,
  input                       ic_mem_req_valid,
  output                      ic_mem_req_ready,
  input [28-1:0]  ic_mem_req_addr,
  output                      ic_mem_resp_valid,
  input                       dc_mem_req_valid,
  output                      dc_mem_req_ready,
  input                       dc_mem_req_rw,
  input [28-1:0]  dc_mem_req_addr,
  output                      dc_mem_resp_valid,
  output                      mem_req_valid,
  input                       mem_req_ready,
  output                      mem_req_rw,
  output [28-1:0] mem_req_addr,
  output [5-1:0]  mem_req_tag,
  input                       mem_resp_valid,
  input [5-1:0]   mem_resp_tag
);
  assign ic_mem_req_ready = mem_req_ready;
  assign dc_mem_req_ready = mem_req_ready & ~ic_mem_req_valid;
  assign mem_req_valid = ic_mem_req_valid | dc_mem_req_valid;
  assign mem_req_rw
    = ic_mem_req_valid ? 1'b0 : dc_mem_req_rw;
  assign mem_req_addr
    = ic_mem_req_valid ? ic_mem_req_addr : dc_mem_req_addr;
  assign mem_req_tag
    = ic_mem_req_valid ? 4'd0 : 4'd1;
  assign ic_mem_resp_valid = mem_resp_valid & (mem_resp_tag == 4'd0);
  assign dc_mem_resp_valid = mem_resp_valid & (mem_resp_tag == 4'd1);
endmodule
```
==> impl_metrics.tcl <==
# flow metrics
set metrics [dict create \
    run_status "complete, but fails checks" \
    violations "setup timing" \
    die_w_um 80 \
    pin_count_of_the_biggest_net_entering_global_routing 8 \
    ios 107 \
    critical_path.cell_chain "buf_12 -> buf_16 -> buf_12 -> buf_6 -> mux2_4 -> buf_2" \
    clockBufferCount 0 \
    fmax_ghz 0.7524 \
    total_cell_area_reported_by_yosys_after_synthesis_um2 430.4 \
    synthTopCellsByCount "sky130_fd_sc_hd__mux2_2, sky130_fd_sc_hd__mux2_1, sky130_fd_sc_hd__buf_4" \
    hpwl_um 2832 \
    topCellsByArea "sky130_fd_sc_hd__mux2_2, sky130_fd_sc_hd__mux2_1, sky130_fd_sc_hd__buf_4, sky130_fd_sc_hd__buf_2, sky130_fd_sc_hd__or4b_4" \
    wire_per_inst_um 18.05 \
    multiInputGateArea_um2 470.5 \
    post_synth_instance_area_um2 430.4 \
    startpoint_type "input port" \
    irDropWorstVdd_v 0.0001397 \
    final-hold-violation-count 0 \
    fin_crit_ps 1329 \
    total_routing_usage_reported_by_global_routing_pct 10.34 \
    totalWireLength_um 3683 \
    vias 800 \
    sequential_cell_total 0 \
    cp.required_ps 880 \
    postSynthCellCount 45 \
    buffer_ports.inserted 101 \
    drt-vias-per-instance 3.922 \
    final_util_pct 50.73 \
    first_pass_grt_wire_length_um 5195 \
    remaining_drc_errors 0 \
    path_class "input port to output pin" \
    min_period_over_period_pct 120.8 \
    rows 21 \
    hold_path_class "input port to output pin" \
    yosys.area.top_type "sky130_fd_sc_hd__mux2_2" \
    avgSynthCellArea_um2 9.565 \
    cp-end-kind "output pin" \
    setup_repair_after_global_routing_missed_its_margin "true" \
    pwr_dens_nw_per_um2 357.9 \
    finalSetupViolCount 33 \
    ys.warnings.count 0 \
    number_of_antenna_violations_at_the_first_check_in_global_routing 0 \
    drtAntennaViolNets 0 \
    timing.critical_path.max_delay_family "buffers and inverters" \
    dieArea_um2 6400 \
    grt_pass1_vias 909 \
    final_layout_size_suffix_gt1_share_pct 55.70 \
    antenna-diode-count 0 \
    globalRoute.totalOverflow 0 \
    yosysSeqAreaShare_pct 0 \
    warnings 36 \
    finalSetupTns_ps -3661 \
    crit_path_max_fanout 5 \
    maxCapViolations 0 \
    cp_slowest_cell "sky130_fd_sc_hd__mux2_4" \
    drt_iter0_markers 13 \
    worst_slack_ps -229.1 \
    cp_data_arrival_time_ps 1110 \
    power.leakage_nw 0.9187 \
    power_total_w 0.0006202 \
    total_core_area_um2 3416 \
    n_fill_cell 304 \
    drt_pre_antenna_iters 4 \
    seq_cell_area_um2 0 \
    yosys-stat-cells 45 \
    most_common_cell "sky130_fd_sc_hd__mux2_2" \
    cpMostUsedCell "sky130_fd_sc_hd__buf_12" \
    final-max-slew-violation-count 0 \
    chipHeight_um 80 \
    floorplan.core_util_pct 12.60 \
    routabilityCongestion 0.8534 \
    area_delta_synth_final_pct 302.6 \
    post_synthesis_cell_type_count 11 \
    buffering_stage_count_on_the_worst_path_with_inverters_included 5 \
    critPathMaxStageDelay_ps 290 \
    top_area_share_pct 57.56 \
]
==> layer usage <==
metal	share of wire, %	wire length (um)	vias up	global-route usage [%]
met5	0	0	-	0
met2	50	1833	61	17.82
met4	0	0	0	0
met3	12	427	0	4.773
met1	39	1422	358	12.13
li1	-	-	381	-
==> stage by stage <==
step	instance area, um^2	setup slack, ps	instances	hold slack (ps)
after floorplan	441.7	14.21	48	452.0
after global placement	1473	-915.1	187	1284
after detailed placement	1473	-933.5	187	1272
after CTS	1674	-258.9	203	761.4
after global routing	1733	-272.7	204	765.5
final	1733	-229.1	204	755.2
==> tightest hold or removal path, delay by kind of cell <==
kind	cells	cell delay, ps
buffers and inverters	2	160
AND/OR/NAND/NOR	2	150
==> what timing repair did <==
item | in CTS | in global routing
hold buffers | 0 | 0
pin swaps | 3 | 2
setup buffers | 14 | 1
setup endpoints to repair | 35 | 33
gates resized | 226 | 12
gates cloned | 2 | 0
==> layout make-up <==
type | instances | area share (%)
timing repair buffer | 119 | 69.31
multi-input combinational | 38 | 27.15
tap | 46 | 3.321
inverter | 1 | 0.2166
==> cell usage in the layout, fill, tap and decap left out <==
cell type and count:
sky130_fd_sc_hd__or4b_4 1, sky130_fd_sc_hd__dlygate4sd2_1 50, sky130_fd_sc_hd__mux2_2 6, sky130_fd_sc_hd__buf_4 1, sky130_fd_sc_hd__buf_12 6, sky130_fd_sc_hd__nor2b_1 2
sky130_fd_sc_hd__nor3b_2 1, sky130_fd_sc_hd__buf_8 1, sky130_fd_sc_hd__nor3_2 1, sky130_fd_sc_hd__buf_16 2, sky130_fd_sc_hd__inv_1 1, sky130_fd_sc_hd__or2_4 1
sky130_fd_sc_hd__clkdlybuf4s50_1 10, sky130_fd_sc_hd__conb_1 4, sky130_fd_sc_hd__dlymetal6s2s_1 2, sky130_fd_sc_hd__buf_6 32, sky130_fd_sc_hd__clkbuf_2 1, sky130_fd_sc_hd__buf_2 13
sky130_fd_sc_hd__clkdlybuf4s15_1 1, sky130_fd_sc_hd__mux2_4 22
==> path summary, 6_finish.rpt <==
kind	start	endpoint	slack (ps)	cells after the start
max	ic_mem_req_valid	mem_req_addr[2]	-230	6
min	mem_resp_tag[2]	ic_mem_resp_valid	760	4
==> power breakdown <==
part           internal, W  switching, W  leakage, nW  total [W]
registers                0             0            0          0
clock network            0             0            0          0
logic             0.000471      0.000150        0.919   0.000620
==> cells by family (layout without fill, tap and decap cells) <==
kind of cell           after synthesis  after routing  share of synthesized area [%]
other                                1              4                         0.8713
buffers and inverters               10            120                          14.24
and+or+nand+nor                      6              6                          11.63
muxes                               28             28                          73.26
Power is estimated from default activity; no workload was simulated.
