===== /design/flow/run.sh =====
#!/bin/bash
# OpenROAD 26Q1-2900-gdf79404cd8, Yosys 0.63+post, stock flow scripts
make -C /OpenROAD-flow-scripts/flow DESIGN_CONFIG=/design/flow/config.mk WORK_HOME=/design/flow/orfs finish

===== /design/flow/constraint.sdc =====
current_design decode

set clk_period 16.9
set clk_io_pct 0.2

create_clock -name clk0 -period $clk_period [get_ports {clk}]

set non_clock_inputs [all_inputs -no_clocks]
set_input_delay [expr $clk_period * $clk_io_pct] -clock clk0 $non_clock_inputs
set_output_delay [expr $clk_period * $clk_io_pct] -clock clk0 [all_outputs]

===== /design/flow/design.v =====
module async_2r1wram 
  #(parameter DEPTH = 128,
    parameter WIDTH = 32  ) (
    input wire clk,
    input wire rst, 
    input wire we,
    input  [$clog2(DEPTH)-1:0] raddr0,
    output [32-1:0] rdata0,
    input  [$clog2(DEPTH)-1:0] raddr1,
    output [32-1:0] rdata1,
    input [$clog2(DEPTH)-1:0] waddr0,
    input [32-1:0] wdata
  );
  integer i;
  reg [32-1:0] ram [DEPTH-1:0];  
  always @(posedge clk) begin 
    if (rst == 1'b1) begin
      for (i = 0; i < DEPTH; i = i + 1) begin
        ram[i] = 32'b0;
      end
    end else begin
      if (we == 1'b1) begin
        ram[waddr0] <= wdata;
      end
    end
  end
  assign rdata0 = ram[raddr0];
  assign rdata1 = ram[raddr1];
endmodule : async_2r1wram
module decode (
  input clk,   
  input rst,   
  input [32-1:0] pc,
  input [32-1:0] instr,
  output stall,
  input  bpred,     
  output kill,
  output reg br_j,         
  output wire jump_instr,    
  output [32-1:0] cntrl_addr,   
  output funct7_sel,    
  output [32-1:0] csr_out,
  output [6:0] ex_opcode,
  output [4:0] ex_rd,
  output [32-1:0] ex_rs1data,
  output [32-1:0] ex_rs2data,
  output reg [3:0] alu_predecode,
  output [32-1:0] imm_gen,
  output [2:0] partial_ld,             
  output mem_re,
  input mem_stall,
  output reg [3:0] mem_we,
  output reg [32-1:0] mem_wdata,
  output [32-1:0] mem_addr,
  output [1:0] mem_alignment,  
  output store, 
  input wb_we,
  input [4:0] wb_rd,
  input [2:0] wb_mask,
  output [1:0] wb_op_sel,
  input [1:0] wb_mem_alignment,
  input [32-1:0] wb_data);
  wire [6:0] opcode;
  wire [4:0] rs1;
  wire [4:0] rs2;
  wire [4:0] rd;
  wire [2:0] funct3;
  wire [6:0] funct7;
  wire [11:0] csr;
  reg [32-1:0] csr_51e;
  wire [32-1:0] rs1data;
  wire [32-1:0] rs2data;
  wire wb_we_int; 
  reg [32-1:0] wb_data_masked;    
  reg [32-1:0] imm;
  wire [32-1:0] imm_ext;
  reg br_kill;    
  wire br_instr;   
  wire beq;    
  wire bge;    
  wire bgeu;   
  wire [32-1:0] branch_addr;  
  reg j_kill;                          
  reg [32-1:0] jump_addr;  
  reg data_dep;
  reg stall_dly;
  wire data_dep_check_rs1;
  wire data_dep_check_rs2;
  always @(posedge clk) begin : proc_csr
    if (rst == 1'b1) begin
			csr_51e <= 'b0;
    end else if ((opcode == 7'b1110011) && (csr == 12'h51E)) begin 
      case(funct3)
        3'b001:  csr_51e <= (stall != 1'b1) ? rs1data :csr_51e;
        3'b101: csr_51e <= {27'b0, rs1};
        default:  csr_51e <= csr_51e; 
      endcase
    end else begin
			csr_51e <= csr_51e;
		end
  end
  async_2r1wram #(
    .DEPTH(32), 
    .WIDTH(32)) rf (
    .clk(clk),
    .rst(rst),
    .raddr0(rs1),
    .rdata0(rs1data),
    .raddr1(rs2),
    .rdata1(rs2data),
    .we(wb_we_int),
    .waddr0(wb_rd),
    .wdata(wb_data_masked));
  always @(*) begin : proc_imm_gen
    case (opcode)
      7'b0110011:             imm <= {{20{instr[31]}}, instr[31:20]};
      7'b0100011:                 imm <= {{20{instr[31]}}, instr[31:25], instr[11:7]};
      7'b1100011:                imm <= {{19{instr[31]}}, instr[31], instr[7], instr[30:25], instr[11:8], 1'b0};
      7'b1101111:                   imm <= {{12{instr[31]}}, instr[31], instr[19:12], instr[20], instr[30:21], 1'b0};
      7'b0110111, 7'b0010111:       imm <= {instr[31:12],12'b0};
      7'b0010011,7'b0000011, 7'b1100111:   imm <= ((opcode == 7'b0010011) && (funct3 == 3'b101)) ? {17'b0, instr[24:20]} : {{20{instr[31]}}, instr[31:20]};
      default:                    imm <= {{20{instr[31]}}, instr[31:20]};
    endcase
  end
  always @(*) begin : proc_branch
    if (opcode == 7'b1100011) begin
      case (funct3)
        3'b000:   br_kill = beq;
        3'b001:   br_kill = ~beq;
        3'b101:   br_kill = bge;
        3'b100:   br_kill = ~bge;
        3'b111:  br_kill = bgeu;
        3'b110:  br_kill = ~bgeu;
        default:    br_kill = 1'b0;
      endcase
      br_kill = (bpred == 1'b1) ? br_kill : ~br_kill;   
    end else begin
      br_kill = 1'b0;
    end
  end
  always @(*) begin : proc_jkill
    case (opcode)
      7'b1101111,7'b1100111: j_kill = 1'b1;
      default           : j_kill = 1'b0;  
    endcase
  end
  always @(*) begin : proc_jump
    case (opcode)
      7'b1101111  : jump_addr = pc + $signed(imm);
      7'b1100111 : jump_addr = rs1data + $signed(imm);
      default   : jump_addr = 32'hA5A5_A5A5;   
    endcase
  end
  always @(*) begin : proc_alu_decode
    case (opcode)
      7'b0110011, 7'b0010011 : begin
                        if ((funct3 == 3'b000) && (opcode == 7'b0110011)) begin
                          alu_predecode <= {funct7[5], funct3};
                        end else if (funct3 == 3'b101) begin
                          alu_predecode <= {funct7[5], funct3};
                        end else begin
                          alu_predecode <= {1'b0, funct3};
                        end
                      end                 
      7'b0110111:       alu_predecode <= 4'hE;
      7'b1100011:    alu_predecode <= {1'b0, 3'b000};
      7'b1101111:       alu_predecode <= {1'b0, 3'b000};
      7'b1100111:      alu_predecode <= {1'b0, 3'b000};
      7'b0010111:     alu_predecode <= {1'b0, 3'b000};
      7'b0100011:     alu_predecode <= {1'b0, 3'b000};
      7'b0000011:      alu_predecode <= {1'b0, 3'b000};
      default :       alu_predecode <= {1'b0, 3'b000};   
    endcase
  end
  always @(*) begin : proc_data_dep
    data_dep = (((rs1 === wb_rd) && data_dep_check_rs1) || 
                ((rs2 === wb_rd) && data_dep_check_rs2)) && (wb_rd !== 'b0) ? 1'b1 : 1'b0;
  end
  always @(*) begin : proc_part_store
    if ((opcode == 7'b0100011) && (stall == 1'b0)) begin
      case (funct3)
        3'b000: begin
                  mem_we = 4'h1 << mem_addr[1:0]; 
                  mem_wdata = ({24'b0,rs2data[7:0]} << 8*mem_addr[1:0]);
                end
        3'b001: begin 
                mem_we = (mem_addr[1] == 1'b1) ? 4'b1100 : 4'b0011; 
                mem_wdata = (mem_addr[1] == 1'b1) ? {rs2data[15:0], 16'b0} :  {16'b0,rs2data[15:0]}; 
              end
        3'b010: begin 
                mem_we = 4'hf;      
                mem_wdata = rs2data;
                end          
        default: begin 
                mem_we = 4'hf;      
                mem_wdata = rs2data;
              end 
      endcase
    end else begin
      mem_we = 4'h0;
      mem_wdata = rs2data;
    end
   end 
  always @(*) begin : proc_part_ld
    case (wb_mask)
      3'b000: begin
                  case (wb_mem_alignment)
                    2'd0: wb_data_masked = {{24{wb_data[7]}}, wb_data[7:0]};
                    2'd1: wb_data_masked = {{24{wb_data[15]}}, wb_data[15:8]};
                    2'd2: wb_data_masked = {{24{wb_data[23]}}, wb_data[23:16]};
                    2'd3: wb_data_masked = {{24{wb_data[31]}}, wb_data[31:24]};
                    default : wb_data_masked <= 'bZ;
                  endcase
                end
      3'b001:  begin
                  case (wb_mem_alignment[1])
                    1'd0: wb_data_masked = {{16{wb_data[15]}}, wb_data[15:0]};
                    1'd1: wb_data_masked = {{16{wb_data[31]}}, wb_data[31:16]};
                    default : wb_data_masked <= 'bZ;
                  endcase
                end
      3'b010:  wb_data_masked = wb_data;
      3'b100: begin
                  case (wb_mem_alignment)
                    2'd0: wb_data_masked = {24'b0, wb_data[7:0]};
                    2'd1: wb_data_masked = {24'b0, wb_data[15:8]};
                    2'd2: wb_data_masked = {24'b0, wb_data[23:16]};
                    2'd3: wb_data_masked = {24'b0, wb_data[31:24]};
                    default : wb_data_masked <= 'bZ;
                  endcase
                end
      3'b101: begin
                  case (wb_mem_alignment[1])
                    1'd0: wb_data_masked = {16'b0, wb_data[15:0]};
                    1'd1: wb_data_masked = {16'b0, wb_data[31:16]};
                    default : wb_data_masked <= 'bZ;
                  endcase
                end
      default : wb_data_masked = wb_data;
    endcase
   end 
  always @(posedge clk) begin : proc_stall_dly
    if(rst) begin
      stall_dly <= 1'b0;
    end else begin
      stall_dly <= stall;
    end
  end
  assign kill =  ((br_kill == 1'b1) || (j_kill == 1'b1)) ? 1'b1 : 1'b0;
  assign cntrl_addr  = ((opcode == 7'b1101111) || (opcode == 7'b1100111)) ? jump_addr : (opcode == 7'b1100011) ? branch_addr : 'b0;
  assign stall = data_dep & (~stall_dly == 1'b1 );
  assign data_dep_check_rs1 = ((opcode == 7'b0110111) || (opcode == 7'b0010111) || (opcode == 7'b1101111)) ? 1'b0 : 1'b1;
  assign data_dep_check_rs2 = ((opcode == 7'b0010011) || (opcode == 7'b1110011) || (data_dep_check_rs1 == 1'b0))  ? 1'b0 : 1'b1;
  assign opcode     = instr[6:0];
  assign rs1        = instr[19:15];
  assign rs2        = instr[24:20];
  assign rd         = instr[11:7];
  assign funct3     = instr[14:12];
  assign funct7     = instr[31:25];
  assign funct7_sel = instr[30];   
  assign csr        = instr[31:20];
  assign csr_out = csr_51e;    
  assign ex_opcode  = opcode;
  assign ex_rs1data = rs1data;
  assign ex_rs2data = rs2data;
  assign ex_rd      = rd;
  assign imm_gen    = imm;
  assign mem_re   = (opcode == 7'b0000011) ? 1'b1 : 1'b0;
  assign mem_addr = rs1data + imm;  
  assign mem_alignment = mem_addr[1:0];
  assign partial_ld = (opcode == 7'b0000011) ? funct3 : 3'b111;
  assign wb_we_int = (wb_rd == 'b0) ? 1'b0 : wb_we;    
  assign wb_op_sel = (opcode == 7'b0000011) ? 2'd2 : ((opcode == 7'b1101111) || (opcode == 7'b1100111)) ? 2'd1 : 2'd0;
  assign store     = (opcode == 7'b0100011) ? 1'b1 : 1'b0;
  assign beq  = (rs1data == rs2data) ? 1'b1 : 1'b0;
  assign bge  = (($signed(rs1data) > $signed(rs2data)) || beq) ? 1'b1 : 1'b0;
  assign bgeu = (($unsigned(rs1data) > $unsigned(rs2data)) || beq) ? 1'b1 : 1'b0;
  assign branch_addr = pc + $signed(imm);  
  assign jump_instr = (opcode == 7'b1101111) || (opcode == 7'b1100111) ? 1'b1 : 1'b0;
endmodule : decode

===== /design/flow/config.mk =====
export PLATFORM = sky130hd
export DESIGN_NAME = decode
export DESIGN_NICKNAME = decode
export VERILOG_FILES = /design/flow/design.v
export SDC_FILE = /design/flow/constraint.sdc
export NUM_CORES = 4
export LEC_CHECK = 1
export CORE_UTILIZATION = 50

==> results.py <==
# Flow results
metrics = {
    "yosys": {
        "ys_sh_mux": 0.260,
        "yosys_area_um2": 58900,
        "synthArstFlopShare": 0,
        "ys_cells": 4261,
        "ys.flops": 1057,
        "top_area_cell": "edfxtp_1",
        "synth_area_um2": 58900,
        "adder_share": 0.0207,
        "top_logic_kind": "multiplexers",
        "yosysWarnings": 7,
        "top_cell_area_share": 0.522,
        "ys_sh_simple": 0.0983,
        "xor_share": 0.0101,
        "flop_cell": "edfxtp_1",
        "edf_count": 1024,
        "netlist_instances": 4261,
        "synth_cell_types": 75,
        "ys_sh_aoi": 0.0426,
        "synth.area.top_cells": "edfxtp_1 (52%), mux4_2 (24%), nor2_1 (6.8%)",
        "synth_seq_share": 0.533,
        "synth_area_per_cell_um2": 13.8,
    },
    "placed_design": {
        "placed_area_um2": 64500,
        "dpl.cell_count": 5917,
        "gp_congestion": 1.03,
        "place_hpwl_mm": 137,
        "port_buffers": 366,
    },
    "sta": {
        "slew_violations": 0,
        "maxSlewHeadroom": 0.336,
        "setup_tns_ps": 0,
        "min_period_ps": 13530,
        "hold_viol_final": 0,
        "max_freq_ghz": 0.0739,
        "rsz0062_at_grt": "false",
        "tightest_slew_ps": 997,
        "holdWs_ps": 452,
        "finalSetupViolCount": 0,
        "fin_crit_sh": 0.801,
        "final.setup_skew_ps": 23.0,
    },
    "critical_path": {
        "start_kind": "primary input",
        "max_stage_delay_ps": 630,
        "worstSetupEndpointType": "output port",
        "crit_arrival_ps": 10150,
        "slowest_stage": "ha_1",
        "critPathTopFamily": "buffers and inverters",
        "path_class": "in -> out",
        "worstPathBufferInverterCount": 5,
        "cp_data_required_time_ps": 13520,
        "cp_cell_sequence": "buf_8 -> buf_12 -> buf_4 -> mux4_2 -> mux4_2 -> mux2i_1 -> inv_1 -> ha_1 -> nand4_1 -> or3_1 -> nor2_1 -> nand3_1 -> o2111ai_1 -> mux2i_1 -> nor4b_1 -> xnor2_1 -> o22ai_1 -> clkdlybuf4s50_1",
        "cp_max_fo": 52,
    },
    "cells_and_area": {
        "final_area_um2": 68000,
        "area_growth_pct": 15.5,
        "stdcell_count": 6123,
        "drive_gt1_frac": 0.247,
        "n_fill_cell": 8946,
    },
    "power_and_ir_drop": {
        "max-vdd-ir-drop_uv": 82.1,
        "comb_power_share": 0.215,
        "sequentialPowerShare": 0.443,
        "powerDensity_nw_per_um2": 102,
        "power_leakage_nw": 22.7,
        "p_int_mw": 5.02,
        "p_clk_frac": 0.343,
        "switchingPower_mw": 1.92,
        "switching_share": 0.277,
    },
    "cts": {
        "clock_sinks": 1057,
        "post-cts-setup-buffers": 0,
        "cts_tree": "built",
        "clockBufferDepth": 3,
        "hold_buffers": 0,
        "cts_resized": 0,
        "clk_pin_slew_worst_paths_ps": 60,
        "cts-buffers-inserted": 113,
        "ctsHtreeMaxLevel": 3,
        "cts_root_buf": "clkbuf_16",
        "clk_latency_ps": 710,
    },
    "global_route": {
        "grt_usage": 0.409,
        "grt_max_degree": 86,
        "grt_pass1_wl_mm": 306,
        "globalRouteOverflowTotal": 0,
        "grt_antenna_before_repair": 8,
        "grt_pass1_vias": 42448,
    },
    "detailed_routing": {
        "wire_per_inst_um": 35.1,
        "ant_nets": 0,
        "dr.first_iter.drc_count": 2787,
        "drt-vias-per-instance": 6.52,
        "vias": 39946,
        "wirelength_mm": 215,
        "firstDrtPassIters": 6,
        "drc": 0,
    },
    "floorplan": {
        "fp.dieH_um": 345,
        "core_um2": 117000,
        "rows": 125,
        "initial_utilization": 0.505,
        "die_x_um": 345,
        "die_area_um2": 119000,
        "ios": 369,
    },
    "outcome": {
        "status": "completed",
    },
    "job": {
        "max_cap_violations": 0,
        "tool_warnings": 27,
    },
    "worst_hold_path": {
        "hp-class": "reg -> reg",
    },
}
==> cells in the mapped netlist (8+ instances only) <==
cell type     n
a21o_1       35
a21oi_1     167
a221oi_1     16
a22o_1       16
a31oi_1      13
and2_1        9
buf_1        36
buf_2        52
buf_4        19
clkbuf_1    323
dfxtp_1      33
edfxtp_1   1024
ha_1         94
inv_1        50
mux2_2       55
mux2i_1      29
mux4_2      640
nand2_1     148
nand2b_1     40
nand3_1      53
nand4_1      15
nor2_1     1060
nor2b_1      18
nor3_1       30
o21a_1       10
o21ai_0      72
o21bai_1     10
o22a_1        8
o22ai_1      10
or3_1         9
xnor2_1      42
xor2_1       26
==> final timing paths <==
kind	from	endpoint	slack, ps	depth (start not counted)
setup / recovery	instr[15]	kill	3370	18
hold / removal	csr_51e[20]$_SDFFE_PP0P_	csr_51e[20]$_SDFFE_PP0P_	450	2
setup reg to reg	rf.ram[30][31]$_SDFFCE_PN0P_	csr_51e[31]$_SDFFE_PP0P_	14190	6
hold reg to reg	csr_51e[20]$_SDFFE_PP0P_	csr_51e[20]$_SDFFE_PP0P_	450	2
==> registers in the layout, indices dropped and copies added (netlist names) <==
register	flops
stall_dly	1
csr_51e	32
rf.ram	1024
==> power by group through the flow <==
| stage | clock [mW] | combinational [mW] | sequential (mW) |
|---|---|---|---|
| 6_report | 2.38 | 1.49 | 3.07 |
| 5_1_grt | 2.50 | 1.57 | 3.09 |
| 4_1_cts | 2.41 | 1.47 | 3.07 |
==> routing by layer <==
layer	track usage	wire length [um]	up-vias
met5	0.0328	550	-
met4	0.167	12200	18
met3	0.277	37000	570
met2	0.597	102000	2945
met1	0.487	63300	19617
li1	-	-	16796
==> cells in the final DEF (no fill, tap or decap), types with 17 or more instances in the layout <==
master / instances
nor2_1: 1060
edfxtp_1: 1024
mux4_2: 640
clkdlybuf4s50_1: 354
buf_4: 166
a21oi_1: 150
nand2_1: 122
clkbuf_16: 115
ha_1: 94
o21ai_0: 72
mux2_2: 55
nand3_1: 53
inv_1: 50
xnor2_1: 42
a21o_1: 35
conb_1: 33
clkbuf_1: 33
dfxtp_1: 33
nand2b_2: 31
mux2i_1: 29
nor3_1: 28
clkinv_1: 26
xor2_1: 26
nand2_2: 26
clkinv_2: 19
nor2b_1: 18
a21oi_2: 17
==> worst register-to-register path, cell delays in order (launching register included) <==
cell      delay [ps]
edfxtp_1         380
mux4_2           470
mux4_2           530
mux2i_1          430
inv_1            450
nand3_1          220
a21oi_1           90
==> cell families (layout without fill, tap and decap cells) <==
| family | after synthesis | after routing |
|---|---|---|
| AND/OR/NAND/NOR | 1415 | 1415 |
| flip-flops | 1057 | 1057 |
| multiplexers | 724 | 724 |
| buffers and inverters | 496 | 799 |
| AND-OR/OR-AND | 404 | 404 |
| adder cells (fa/ha/maj) | 96 | 96 |
| XOR/XNOR | 68 | 68 |
| other | 1 | 36 |
==> through the flow <==
step                utilization  setup slack [ps]  total power [mW]
detailed placement        0.554              3490              4.59
global route              0.584              3100              7.16
CTS                       0.584              3470              6.94
global placement          0.554              3470              4.58
floorplan                     -              5570              3.90
finish                    0.584              3370              6.94
==> cell type report <==
class	count	area [um^2]	area share
Antenna cell	3	7.51	0.000110
Clock buffer	148	3000	0.0441
Clock inverter	55	463	0.00681
Inverter	62	233	0.00342
Multi-Input combinational cell	2740	26000	0.382
Sequential cell	1057	31400	0.462
Tap cell	1524	1910	0.0280
Timing Repair Buffer	534	4990	0.0733
Power figures rest on the tool's default switching activity, not on a simulated workload.
